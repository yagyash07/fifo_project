**./run.sh**
```bash
#!/bin/bash
# OpenROAD 26Q1-2900-gdf79404cd8, Yosys 0.63+post, stock flow scripts
make -C /OpenROAD-flow-scripts/flow DESIGN_CONFIG=/design/flow/config.mk WORK_HOME=/design/flow/orfs finish
```
**./config.mk**
```make
export PLATFORM = sky130hd
export DESIGN_NAME = async_fifo
export DESIGN_NICKNAME = async_fifo
export VERILOG_FILES = /design/flow/design.v
export SDC_FILE = /design/flow/constraint.sdc
export NUM_CORES = 4
export LEC_CHECK = 1
export CORE_UTILIZATION = 40
```
**./constraint.sdc**
```tcl
current_design async_fifo

set clk_period 3.2
set clk_io_pct 0.2

create_clock -name clk0 -period $clk_period [get_ports {rclk}]
create_clock -name clk1 -period $clk_period [get_ports {wclk}]

set non_clock_inputs [all_inputs -no_clocks]
set_input_delay [expr $clk_period * $clk_io_pct] -clock clk0 $non_clock_inputs
set_output_delay [expr $clk_period * $clk_io_pct] -clock clk0 [all_outputs]
```
**./design.v**
```verilog
`timescale 1ns / 1ps
module async_fifo#(parameter depth = 8 , parameter d_width = 8)(
input [d_width-1:0] wr_data,
input w_en,r_en,
input wclk,rclk,
output wire [3:0] bin_w_ptr,bin_r_ptr, 
output full,empty,
output wire [d_width-1:0] rd_data,
input reset
    );
    top_module uut(.wclk(wclk),
                   .rclk(rclk),
                   .reset(reset),
                   .w_en(w_en),
                   .r_en(r_en),
                   .bin_w_ptr(bin_w_ptr),
                   .bin_r_ptr(bin_r_ptr),
                   .full(full),
                   .empty(empty));
    pseudo_dual uut1( .wclk(wclk),
                      .rclk(rclk),              
                      .w_en(w_en),
                      .r_en(r_en),
                      .bin_w_ptr(bin_w_ptr),
                      .bin_r_ptr(bin_r_ptr),
                      .full(full),
                      .empty(empty),
                      .data_in(wr_data),
                      .data_out(rd_data));
endmodule
`timescale 1ns / 1ps
module bcd_gray#(parameter depth = 8)( 
input [3:0] bin_addr, 
output reg [3:0] gray_addr 
    );
    integer i;
    always @(*) begin
    gray_addr[3] = bin_addr[3];
    for(i = (2) ; i >= 0 ; i = i -1 )begin
    gray_addr[i] = bin_addr[i+1] ^ bin_addr[i];
    end
    end
endmodule
`timescale 1ns / 1ps
module gray_bcd#(parameter depth = 8)(
input [3:0] gray_addr,  
output reg [3:0] bin_addr 
    );
    integer i;
    always @(*) begin
    bin_addr[3] = gray_addr[3];
    for( i = (2) ; i >= 0 ; i = i -1 ) begin
    bin_addr[i] = bin_addr[i+1] ^ gray_addr[i];
    end
    end
endmodule
`timescale 1ns / 1ps
module pseudo_dual#(parameter d_width = 8,parameter depth = 8)(   
input [$clog2(depth):0] bin_w_ptr, 
input [$clog2(depth):0] bin_r_ptr, 
input full,empty, 
input wclk,rclk, 
input w_en,r_en, 
input [d_width-1:0] data_in, 
output reg [d_width-1:0] data_out 
    );
    reg [d_width-1:0] mem [0:depth-1]; 
    always @(posedge wclk) begin
    if(w_en && ~full) 
    mem[bin_w_ptr] <= data_in;
    end
    always @(posedge rclk) begin
    if(r_en && ~empty)
    data_out <= mem[bin_r_ptr];
    end
endmodule
`timescale 1ns / 1ps
module read_ptr_logic#(parameter depth  = 8)(  
input rclk, 
input reset, 
output empty,
input r_en, 
input [3:0] gray_w_ptr_syn, 
output [3:0] bin_w_ptr, 
 output reg [3:0] bin_r_ptr, 
 output [3:0] gray_r_ptr 
    );
    bcd_gray btg(.bin_addr(bin_r_ptr),.gray_addr(gray_r_ptr)); 
    gray_bcd gtb(.gray_addr(gray_w_ptr_syn),.bin_addr(bin_w_ptr)); 
     assign empty = (bin_r_ptr == bin_w_ptr);
    always @(posedge rclk) begin
    if(reset) begin
    bin_r_ptr <= 0; 
    end
    else begin
    if(~empty && r_en) begin 
    bin_r_ptr <= bin_r_ptr + 1;
    end
    end
    end
endmodule
`timescale 1ns / 1ps
module synchroniser#(parameter depth = 8)(
input [3:0] d,     
output wire [3:0] q,
input clk
    );
    wire [3:0]w1;
    d_ff uut_1(.clk(clk),.d(d),.q(w1));
    d_ff uut_2(.clk(clk),.d(w1),.q(q));
endmodule
module d_ff#(parameter depth = 8)(
input clk,
input [3:0] d,    
output reg [3:0] q
    );
    always @(posedge clk) begin
    q <= d;
    end
endmodule
`timescale 1ns / 1ps
module top_module#(parameter depth = 8 )(
    input rclk, 
    input wclk, 
    input reset,     
    input w_en,r_en, 
    output [$clog2(depth):0] bin_w_ptr,bin_r_ptr, 
    output [$clog2(depth):0] gray_w_ptr,gray_w_ptr_syn,
    output [$clog2(depth):0] gray_r_ptr,gray_r_ptr_syn,
    output full,empty
    );
    write_ptr_logic wl(.wclk(wclk),.reset(reset),.full(full),.gray_w_ptr(gray_w_ptr),.gray_r_ptr_syn(gray_r_ptr_syn),.w_en(w_en),.bin_w_ptr(bin_w_ptr));
    read_ptr_logic rl(.rclk(rclk),.reset(reset),.empty(empty),.gray_r_ptr(gray_r_ptr),.gray_w_ptr_syn(gray_w_ptr_syn),.r_en(r_en),.bin_r_ptr(bin_r_ptr));
    synchroniser write(.clk(rclk),.d(gray_w_ptr),.q(gray_w_ptr_syn));
    synchroniser read(.clk(wclk),.d(gray_r_ptr),.q(gray_r_ptr_syn));
endmodule
`timescale 1ns / 1ps
module write_ptr_logic#(parameter depth = 8,  
parameter d_width = 8)(
input wclk, 
input reset, 
output full, 
input w_en,
input [3:0] gray_r_ptr_syn,  
output [3:0] bin_r_ptr, 
output reg [3:0] bin_w_ptr,  
output [3:0] gray_w_ptr 
    );
    bcd_gray btg(.bin_addr(bin_w_ptr),.gray_addr(gray_w_ptr)); 
    gray_bcd gtb(.gray_addr(gray_r_ptr_syn),.bin_addr(bin_r_ptr)); 
    assign full = ({~bin_w_ptr[3],bin_w_ptr[2:0]} == bin_r_ptr[3:0]); 
    always @(posedge wclk) begin
    if(reset) begin
    bin_w_ptr <= 0;
    end
    else begin
    if(~full && w_en) 
    bin_w_ptr <= bin_w_ptr + 1;
    end
    end
endmodule
```
==> flow_metrics.py <==
# Flow results
metrics = {
    "placed_design": {
        "place.detailed.instances": 347,
        "placement.io_buffers": 29,
        "placement.setup.worst_slack_ps": 643.5,
        "post_detailed_placement_half_perimeter_wirelength_mm": 4.371,
        "place_congestion": 0.8304,
        "dpl-instance-area_mm2": 0.004180,
    },
    "critical_path": {
        "cp_max_fo": 6,
        "worstPathRequired_ps": 2560,
        "timing_worst_setup_path_type": "reg -> out",
        "critical-path-slowest-cell": "sky130_fd_sc_hd__clkdlybuf4s50_1",
        "timing.critical_path.cells": "xnor3_1 -> xnor2_1 -> and3_1 -> clkdlybuf4s50_1",
        "crit_path_end_kind": "output port",
        "timing.critical_path.slowest_cell_delay_ps": 480,
        "timing.critical_path.arrival_ps": 2140,
        "worst_setup_path_start_kind": "register",
    },
    "yosys": {
        "post_synth.cell_area_avg_um2": 17.63,
        "muxShareOfSynthArea": 0.1271,
        "synth.area.top_cells": "sky130_fd_sc_hd__edfxtp_1 57%, sky130_fd_sc_hd__dfxtp_1 13%, sky130_fd_sc_hd__mux4_2 9.5%",
        "yosysCellCount": 215,
        "yosys.area.top_type": "sky130_fd_sc_hd__edfxtp_1",
        "ys_chip_area_mm2": 0.003790,
        "synthSimpleGateAreaFrac": 0.04985,
        "synthAoiAreaFrac": 0.03731,
        "post_synth_xor_area_fraction": 0.04424,
        "yosys-dominant-comb-family": "multiplexers",
        "top_cell_area_share": 0.5705,
        "number_of_instances_in_the_synthesized_netlist": 215,
        "cell_area_after_synthesis_mm2": 0.003790,
        "post_synthesis_share_of_cell_area_spent_on_full_adders_half_adders_and_majority_gates": 0.02311,
        "ys_ff": 96,
        "synth_warnings": 6,
        "yosys.stat.seqShare": 0.6973,
        "yosysUniqueCellTypes": 40,
    },
    "global_route": {
        "first_global_vias": 2015,
        "globalRouteOverflowTotal": 0,
        "global_route.usage.met3": 0.07005,
        "antenna_found_initial": 0,
        "grt_max_degree": 22,
        "grtUsageMet1": 0.2417,
        "grt.met2_usage": 0.2158,
        "groute.usage.overall": 0.1525,
        "grt_busiest_layer": "met1",
        "grt_pass1_wl_mm": 10.43,
    },
    "cts": {
        "cts_resized": 0,
        "cts_num_sinks": 96,
        "cts_clock_pin_slew_for_the_worst_setup_and_hold_paths_ps": 80,
        "cts_tree": "yes",
        "cts_post_setup_buffers_inserted": 0,
        "hold_buffers": 0,
    },
    "power": {
        "power_per_cell_area_mw_per_mm2": 653.7,
        "cellLeakagePower_nw": 1.523,
        "power_mw": 2.905,
        "worst_voltage_drop_across_the_vdd_grid_mv": 0.2788,
    },
    "sta": {
        "tns_ps": 0,
        "finalHoldWorstSlack_ps": 330.4,
        "timing.final.setup_violations": 0,
        "maxSlewHeadroom": 0.5027,
        "slew_at_the_pin_closest_to_its_max_slew_limit_ps": 744.9,
        "grt_setup_unrepaired": "no",
        "fin_worst_skew_ps": 8.439,
        "final_critical_path_setup_slack_ps": 420.0,
        "timing.final.max_slew_violations": 0,
        "hold_viol": 0,
    },
    "floorplan": {
        "core.rowCount": 35,
        "initial_core_util": 0.4121,
        "ios": 31,
        "die-area_mm2": 0.009868,
        "die_y_um": 99.34,
        "placeableCoreArea_mm2": 0.009196,
        "die_width_um": 99.34,
    },
    "detailed_routing": {
        "firstDrtPassIters": 4,
        "routed_wire_length_per_instance_um": 17.79,
        "dr_total_vias": 1926,
        "number_of_inserted_diodes": 0,
        "drc_errors": 0,
        "antenna_violating_nets_post_route": 0,
        "routed_via_density": 5.248,
        "detailedRoute.firstIterationViolations": 78,
        "routed_wirelength_mm": 6.528,
    },
    "final_layout": {
        "design_area_mm2": 0.004444,
        "syn_to_final_growth_pct": 17.27,
        "layout.core_utilization": 0.4833,
        "drive_above_1_share": 0.2070,
        "final-instance-count-excl-fill": 367,
    },
    "status": {
        "result_of_the_run": "finished clean",
    },
    "job": {
        "tool_warnings": 29,
        "maxCapViolations": 0,
    },
    "hold_path": {
        "holdCritPathClass": "reg -> reg",
    },
}
## per-layer routing
metal	wire length (um)	part of all wire
met1	2933	0.45
met2	2910	0.45
met3	543	0.083
met4	141	0.022
met5	0	0
## critical path: cells and delay by family, from the launching register on
kind                   cells  cell delay, ps
XOR/XNOR                   2             690
AND/OR/NAND/NOR            1             210
flip-flops                 1             420
buffers and inverters      1             480
## cells in the final DEF, fill, tap and decap left out, types with 6 or more instances in the layout
cell                              count
sky130_fd_sc_hd__clkdlybuf4s50_1     29
sky130_fd_sc_hd__clkbuf_8            12
sky130_fd_sc_hd__edfxtp_1            72
sky130_fd_sc_hd__o21ai_0              8
sky130_fd_sc_hd__xor2_1               6
sky130_fd_sc_hd__dfxtp_1             24
sky130_fd_sc_hd__xnor2_1              6
sky130_fd_sc_hd__ha_1                 7
sky130_fd_sc_hd__mux4_2              16
sky130_fd_sc_hd__mux2_2               9
## worst paths after layout
kind	startpoint	endpoint	slack [ps]	cells after the start
worst max-delay path	uut.read.uut_2.q[2]$_DFF_P_	full	420	4
min in group clk1	uut.read.uut_1.q[2]$_DFF_P_	uut.read.uut_2.q[2]$_DFF_P_	330	0
worst max register to register	uut.wl.bin_w_ptr[2]$_SDFFE_PP0P_	uut1.mem[6][4]$_DFFE_PP_	710	5
max in group clk1	uut.wl.bin_w_ptr[2]$_SDFFE_PP0P_	uut1.mem[6][4]$_DFFE_PP_	710	5
worst min-delay path	uut.write.uut_1.q[1]$_DFF_P_	uut.write.uut_2.q[1]$_DFF_P_	330	0
worst min register to register	uut.write.uut_1.q[1]$_DFF_P_	uut.write.uut_2.q[1]$_DFF_P_	330	0
## layout make-up
| type | count | area, um2 |
|---|---|---|
| fill | 765 | 4752 |
| sequential | 96 | 2643 |
| multi-input combinational | 103 | 1067 |
| timing repair buffer | 32 | 312.8 |
| clock buffer | 13 | 190.2 |
| tap | 111 | 138.9 |
| clock inverter | 7 | 73.82 |
| inverter | 5 | 18.77 |
## cell usage after synthesis
| cell | number |
|---|---|
| sky130_fd_sc_hd__clkbuf_1 | 2 |
| sky130_fd_sc_hd__nand3_1 | 1 |
| sky130_fd_sc_hd__xnor3_2 | 1 |
| sky130_fd_sc_hd__nand2_1 | 1 |
| sky130_fd_sc_hd__nor2b_1 | 2 |
| sky130_fd_sc_hd__a21o_1 | 2 |
| sky130_fd_sc_hd__nand3b_1 | 1 |
| sky130_fd_sc_hd__nor3_1 | 5 |
| sky130_fd_sc_hd__mux2_2 | 9 |
| sky130_fd_sc_hd__a22oi_1 | 2 |
| sky130_fd_sc_hd__and3b_1 | 1 |
| sky130_fd_sc_hd__buf_4 | 2 |
| sky130_fd_sc_hd__o31ai_2 | 1 |
| sky130_fd_sc_hd__dfxtp_1 | 24 |
| sky130_fd_sc_hd__and3b_2 | 1 |
| sky130_fd_sc_hd__a211oi_1 | 2 |
| sky130_fd_sc_hd__and3_2 | 1 |
| sky130_fd_sc_hd__edfxtp_1 | 72 |
| sky130_fd_sc_hd__a31oi_1 | 2 |
| sky130_fd_sc_hd__mux2i_1 | 2 |
| sky130_fd_sc_hd__o31ai_1 | 1 |
| sky130_fd_sc_hd__mux4_2 | 16 |
| sky130_fd_sc_hd__nor2_1 | 5 |
| sky130_fd_sc_hd__and3_1 | 5 |
| sky130_fd_sc_hd__buf_6 | 1 |
| sky130_fd_sc_hd__and2_1 | 5 |
| sky130_fd_sc_hd__xor2_1 | 6 |
| sky130_fd_sc_hd__clkbuf_2 | 1 |
| sky130_fd_sc_hd__buf_2 | 3 |
| sky130_fd_sc_hd__a21oi_1 | 3 |
| sky130_fd_sc_hd__ha_1 | 7 |
| sky130_fd_sc_hd__buf_1 | 2 |
| sky130_fd_sc_hd__inv_1 | 5 |
| sky130_fd_sc_hd__o21ai_0 | 8 |
| sky130_fd_sc_hd__xnor2_2 | 1 |
| sky130_fd_sc_hd__nor3b_1 | 2 |
| sky130_fd_sc_hd__xnor2_1 | 6 |
| sky130_fd_sc_hd__or3_1 | 2 |
| sky130_fd_sc_hd__xnor3_1 | 1 |
| sky130_fd_sc_hd__a31o_2 | 1 |
## power breakdown
group	switching [mW]	internal, mW
clock	0.434	0.498
combinational	0.217	0.286
sequential	0.0358	1.43
total	0.687	2.22
## state kept, by name (all words and copies together) (netlist names)
register,flops
uut1.mem,64
uut.wl.bin_w_ptr,4
uut.rl.bin_r_ptr,4
uut.write.uut_1.q,4
uut.read.uut_1.q,4
uut.read.uut_2.q,4
uut1.data_out,8
uut.write.uut_2.q,4
## logic make-up (layout without fill, tap and decap cells)
logic type | after synthesis | in the layout
multiplexers | 27 | 27
buffers and inverters | 16 | 57
flip-flops | 96 | 96
adder cells (fa/ha/maj) | 7 | 7
XOR/XNOR | 15 | 15
AND/OR/NAND/NOR | 32 | 32
AND-OR/OR-AND | 22 | 22
Power is estimated from default activity; no workload was simulated.
