**/design/flow/run.sh**
```bash
#!/bin/bash
# OpenROAD 26Q1-2900-gdf79404cd8, Yosys 0.63+post, stock flow scripts
make -C /OpenROAD-flow-scripts/flow DESIGN_CONFIG=/design/flow/config.mk WORK_HOME=/design/flow/orfs finish
```
**/design/flow/config.mk**
```make
export PLATFORM = sky130hd
export DESIGN_NAME = ff_2_sync
export DESIGN_NICKNAME = ff_2_sync
export VERILOG_FILES = /design/flow/design.v
export SDC_FILE = /design/flow/constraint.sdc
export NUM_CORES = 4
export LEC_CHECK = 1
export CORE_AREA = 10 10 70 70
export DIE_AREA = 0 0 80 80
```
**/design/flow/constraint.sdc**
```tcl
current_design ff_2_sync

set clk_period 1.0
set clk_io_pct 0.2

create_clock -name clk0 -period $clk_period [get_ports {clk}]

set non_clock_inputs [all_inputs -no_clocks]
set_input_delay [expr $clk_period * $clk_io_pct] -clock clk0 $non_clock_inputs
set_output_delay [expr $clk_period * $clk_io_pct] -clock clk0 [all_outputs]
```
**/design/flow/design.v**
```verilog
module ff_2_sync #(parameter Width=4)(
    input clk,
    input wire [Width-1:0] D1,
    output reg [Width-1:0] ff2,
    input rst
);
  reg [Width-1:0] ff1;
  always @(posedge clk) begin
  if (rst) begin
     ff1<=0;
     ff2<=0;
  end 
  else begin
       ff1<=D1;
       ff2<=ff1;
  end
  end
endmodule
```
==> flow_summary_export.csv <==
group,metric,value,unit
status,status,"completed",
hold_path,min_path_type,"reg2reg",
clocking,htree_levels,1,
critical_path,slowest_delay,0.30,ns
pwr,power.leakage,0.0001359,µW
timing,tightestPinTransition,0.2630,ns
clocking,clkTransAtPathRegs,0.05,ns
floorplan,fp_util,6.154,%
synth,synthDistinctLibCells,2,
drt,first_pass_iters,2,
grt,gr-usage-all-layers,1.698,%
grt,grt_pass1_wl,800,µm
grt,grt_antenna_before_repair,0,
timing,drv_slew,0,
run,drv_cap,0,
floorplan,fp.dieW,80,µm
drt,dr_total_vias,130,
clocking,cts_tree,"built",
critical_path,reg2reg_from,"ff1[2]",
floorplan,rows,21,
timing,fin_skew,0.005558,ns
hold_path,hold_path_depth,1,
clocking,cts_buffers,3,
drt,antenna_cells,0,
synth,yosysTopAreaCell,"dfxtp_1",
clocking,insertion_delay,0.25,ns
timing,post-route-min-period,0.9174,ns
synth,ys_cells,16,
critical_path,cp-end-kind,"output port",
layout,post-route-util,11.17,%
placed_design,gp_congestion,0.7347,
timing,setup_violations,0,
floorplan,die_y,80,µm
synth,ys_warn_count,1,
critical_path,path_buffers,1,
critical_path,crit_chain,"clkdlybuf4s15_1",
placed_design,placed_cell_area,357.8,µm²
critical_path,crit-reg2reg-capture,"ff2[2]",
hold_path,min_from,"ff1[0]",
timing,finalHoldViolations,0,
clocking,numClockSinks,8,
timing,finalCritPeriodShare,91.74,%
timing,rsz0062_at_grt,"false",
synth,netlist.area_leader.share,76.19,%
critical_path,path_class,"reg2out",
drt,drcViolationCount,0,
layout,area_growth,81.55,%
floorplan,dieArea,6400,µm²
critical_path,critPathTopFamily,"flip-flops",
synth,synth_area,210.2,µm²
timing,fmaxAchievable,1090,MHz
critical_path,arrival,0.72,ns
drt,routed_wl,435,µm
clocking,cts_resized,4,
critical_path,crit_fanout,1,
floorplan,core-area,3416,µm²
layout,final_common_cell,"nor2b_1",
layout,drive_gt1_share,14.29,%
grt,grt_pass1_vias,161,
clocking,hold_buffers,0,
critical_path,crit_required,0.80,ns
synth,yosys_area,210.2,µm²
drt,drt_iter0_markers,5,
grt,overflow,0,
floorplan,pin_count,10,
critical_path,crit_slowest_cell,"dfxtp_2",
synth,ys.flops,8,
synth,synth_seq_share,76.19,%
layout,final_cell_area,381.6,µm²
critical_path,critical_path_depth,1,
clocking,cts_root_buf,"clkbuf_4",
drt,postRouteAntennaNets,0,
drt,wire_per_inst,5.878,µm
critical_path,reg2regPathDepth,1,
placed_design,port-buffer-count,9,
hold_path,hold_end,"ff2[0]",
synth,avgSynthCellArea,13.14,µm²
layout,lay_top_cells,"8 x nor2b_1, 7 x dfxtp_1, 5 x clkdlybuf4s50_1, 4 x clkdlybuf4s15_1, 3 x clkbuf_4",
critical_path,r2r_slack,0.49,ns
critical_path,critPathLaunchType,"flop",
pwr,ir_drop,0.0004073,V
pwr,p_per_area,1598,nW/µm²
run,warnings,25,
drt,via_per_inst,1.757,
grt,grt_start_max_net_pins,9,
timing,relSlewSlack,82.41,%
synth,synthTopCellsByArea,"dfxtp_1 76%, nor2b_1 24%",
clocking,clock_path_buffers,2,
clocking,post-cts-setup-buffers,0,
synth,synthCells,16,
stage by stage:
step                      total power [µW]  setup WS (ns)  setup TNS (ns)  hold slack (ns)  cells
after floorplan                      351.1         0.5105               0           0.2716     16
after global placement               386.5      -0.003505       -0.009911           0.4213     71
after detailed placement             388.7       -0.02622         -0.1673           0.4268     71
after CTS                            619.6        0.01622               0           0.4352     74
after global routing                 653.5        0.02598               0           0.4576     74
final                                609.8        0.08255               0           0.4311     74
cells by family (layout without fill, tap and decap cells):
kind of cell           after synthesis  count (layout)  synth area share [%]
buffers and inverters                0              12                     0
flip-flops                           8               8                 76.19
AND/OR/NAND/NOR                      8               8                 23.81
layout make-up:
type                            count  area [µm²]
Clock buffer                        3       22.52
Fill cell                         399        3034
Multi-Input combinational cell      8       50.05
Tap cell                           46       57.56
Sequential cell                     8       161.4
Timing Repair Buffer                9       90.09
how the worst max path moves through the flow:
| stage | from | endpoint | slack (ns) |
|---|---|---|---|
| 5_1_grt | ff2[2] | ff2[2] | 0.03 |
| 4_1_cts | ff2[2] | ff2[2] | 0.02 |
| 6_report | ff2[2] | ff2[2] | 0.08 |
metal layers:
layer / routed length (µm) / track usage, % / vias up
li1: - / - / 72
met1: 195 / 1.751 / 45
met2: 65 / 1.525 / 13
met3: 174 / 3.182 / 0
met4: 0 / 0 / 0
met5: 0 / 0 / -
state kept, by name, indices dropped and copies added (netlist names):
register / cells
ff2: 4
ff1: 4
Yosys cell counts:
| library cell | n |
|---|---|
| dfxtp_1 | 8 |
| nor2b_1 | 8 |
report_power, final:
part	internal, µW	switching, µW	total (µW)
Sequential	335	2.73	338
Combinational	31.5	10.0	41.6
Clock	136	94.4	231
Total	503	107	610
Power and IR drop assume default switching activity.
