`flow/config.mk`:
```
export PLATFORM = sky130hd
export DESIGN_NAME = dual_mm_port
export DESIGN_NICKNAME = dual_mm_port
export VERILOG_FILES = /design/flow/design.v
export SDC_FILE = /design/flow/constraint.sdc
export NUM_CORES = 4
export LEC_CHECK = 1
export CORE_UTILIZATION = 30
```
`flow/constraint.sdc`:
```
current_design dual_mm_port

set clk_period 2.7
set clk_io_pct 0.2

create_clock -name clk0 -period $clk_period [get_ports {rd_clk}]
create_clock -name clk1 -period $clk_period [get_ports {wr_clk}]

set non_clock_inputs [all_inputs -no_clocks]
set_input_delay [expr $clk_period * $clk_io_pct] -clock clk0 $non_clock_inputs
set_output_delay [expr $clk_period * $clk_io_pct] -clock clk0 [all_outputs]
```
`flow/design.v`:
```
module dual_mm_port #(parameter DEPTH=8)(
    input wr_clk,
    input rd_clk,
    input wr_en_i,
    input rd_en_i,
    input [7:0] data_i,
    input [2:0] wr_addr,
    input [2:0] rd_addr,
    output reg [7:0] data_o,
    input full,empty
);
reg [7:0] mem[0:DEPTH-1];
always @(posedge wr_clk) begin
    if (wr_en_i && ~full) begin
        mem [wr_addr] <=data_i;
    end
end
always @(posedge rd_clk) begin
    if (rd_en_i && ~empty) begin
        data_o<=mem[rd_addr];
    end
end
endmodule
```
`flow/run.sh`:
```
#!/bin/bash
# OpenROAD 26Q1-2900-gdf79404cd8, Yosys 0.63+post, stock flow scripts
make -C /OpenROAD-flow-scripts/flow DESIGN_CONFIG=/design/flow/config.mk WORK_HOME=/design/flow/orfs finish
```
==> impl_metrics.csv <==
group,metric,value,unit
logic_synthesis,syn_area,0.00278,sq mm
pwr,power_density,650,mW/mm^2
grt,antenna_found_initial,0,
final_timing,setup_tns,0,ps
worst_hold_path,min_path_type,"reg2reg",
drt,drt-initial-drc-count,39,
logic_synthesis,avgSynthCellArea,24.2,sq um
logic_synthesis,synth_flops,72,
worst_setup_path,start_kind,"input port",
worst_setup_path,reg2reg_slack,1160,ps
floorplan,pin_count,28,
final_timing,setup_viol,0,
drt,drt-met1-wl,1510,um
final_timing,setup_slack,568,ps
drt,post_drt_wl_per_cell,16.3,um
cells_and_area,syn2layout_area_growth,23.9,%
worst_setup_path,arrival,2090,ps
drt,dr.max_layer_used,"met4",
logic_synthesis,ys.warnings.count,1,
floorplan,row_count,34,
logic_synthesis,ys_seq_share,77.7,%
final_timing,drv_slew,0,
place,place_congestion,0.702,
pwr,irDropWorstVdd,0.220,mV
pwr,total_power,2.24,mW
place,postPlaceCellArea,0.00323,sq mm
drt,n_antenna_cell,0,
worst_setup_path,reg2reg_depth,2,
clocking,postCtsResizedCells,0,
final_timing,slew_headroom,71.3,%
logic_synthesis,ys_chip_area,0.00278,sq mm
worst_setup_path,reg2reg_from,"mem[1][2]$_DFFE_PP_",
worst_setup_path,crit_required,2660,ps
place,dp_hpwl,2870,um
cells_and_area,instances_no_fill,274,
drt,route.detailed.drc,0,
grt,grt_pass1_wl,6860,um
clocking,cts_tree,"yes",
clocking,hold_buffers,0,
worst_hold_path,hold_end,"data_o[5]$_DFFE_PP_",
place,pre_cts_slack,343,ps
worst_setup_path,worst_setup_path_end_kind,"register",
clocking,clk_pin_slew,60,ps
floorplan,coreArea,0.00885,sq mm
grt,grt_pass1_vias,1409,
final_timing,rsz0062_at_grt,"false",
clocking,cts_setup_buffers,0,
logic_synthesis,ys_cells,115,
drt,viasPerCell,4.73,
grt,grt_overflow,0,
drt,routed-wl-met3,584,um
drt,dr.pass1.iters,17,
grt,grt_util_all_layers,10.3,%
pwr,leakage,1.15,nW
final_timing,hold_viol_final,0,
job,tool_warnings,26,
cells_and_area,layout_top_cells,"edfxtp_1, clkdlybuf4s50_1, mux4_1",
cells_and_area,layout_top_cell,"edfxtp_1",
place,post-place-cells,255,
final_timing,tightest_slew,429,ps
drt,totalWireLength,4460,um
worst_setup_path,crit_type,"in2reg",
worst_setup_path,reg2reg_to,"data_o[2]$_DFFE_PP_",
logic_synthesis,yosysUniqueCellTypes,16,
grt,grt_max_degree,17,
job,maxCapViolCount,0,
cells_and_area,drive_above_1_share,21.1,%
worst_hold_path,hold_depth,2,
drt,antenna_left,0,
cells_and_area,design_area,0.00345,sq mm
worst_setup_path,path_max_fanout,16,
floorplan,fp_util,31.5,%
clocking,clock-sinks,72,
logic_synthesis,netlist_instances,115,
drt,dr_wl_met2,2300,um
floorplan,die_area,0.00967,sq mm
place,port_buffers,26,
worst_hold_path,hold_path_startpoint,"mem[5][5]$_DFFE_PP_",
drt,dr_total_vias,1297,
floorplan,die_h,98.3,um
run_status,status,"finished, final reports clean",
floorplan,die-width,98.3,um
cell usage after synthesis:
cell type  number  area [sq um]
buf_2           1          5.00
mux4_1         15           394
or3b_2          1          8.76
mux2_2          8          90.1
mux4_2          1          22.5
nor2b_1         1          6.26
edfxtp_1       72          2160
buf_1           1          3.75
nand3b_1        1          7.51
nand2b_1        2          12.5
nor3_1          2          10.0
nand2_1         1          3.75
buf_6           1          11.3
buf_12          1          20.0
nor2_1          6          22.5
clkbuf_1        1          3.75
sequential cells by signal, summed over array words and instances, names as in the netlist:
name    count
mem        64
data_o      8
metrics by stage:
stage / util (%) / hold slack [ps]
2_1_floorplan: - / 639
3_3_place_gp: 36.5 / 728
3_5_place_dp: 36.5 / 738
4_1_cts: 39.0 / 872
5_1_grt: 39.0 / 884
6_report: 39.0 / 849
per-layer routing:
| metal | global-route usage (%) | vias up |
|---|---|---|
| met5 | 0 | - |
| met4 | 2.30 | 0 |
| met3 | 8.28 | 7 |
| met2 | 16.8 | 81 |
| met1 | 10.1 | 625 |
| li1 | - | 584 |
where the power goes:
part / switching [mW] / internal, mW
clock network: 0.347 / 0.508
registers: 0.00475 / 1.26
logic: 0.0496 / 0.0728
total: 0.401 / 1.84
cell families after synthesis:
family / after synthesis / share of synthesized area (%)
buffers and inverters: 5 / 1.57
DFF: 72 / 77.7
and+or+nand+nor: 14 / 2.56
muxes: 24 / 18.2
critical path, stage by stage:
cell	delay, ps
clkdlybuf4s50_1	510
buf_12	170
mux4_1	560
mux2_2	300
worst max-delay path by stage:
| stage | from | endpoint | cells after the start |
|---|---|---|---|
| 5_1_grt | rd_addr[0] | data_o[2]$_DFFE_PP_ | 4 |
| 6_report | rd_addr[0] | data_o[2]$_DFFE_PP_ | 4 |
| 4_1_cts | rd_addr[0] | data_o[2]$_DFFE_PP_ | 4 |
final cells by class:
type,count,area [sq um]
fill,789,5400
sequential,72,2160
multi-input combinational,38,578
timing repair buffer,37,355
clock buffer,13,169
tap,108,135
clock inverter,6,50.0
Power figures rest on the tool's default switching activity, not on a simulated workload.
